==> design/flow/design.v <==
`default_nettype none
module async_fifo #(
  parameter WIDTH = 36,
  parameter DEPTH = 256
) (
  input wire wclk,
  input wire wen,
  input wire [WIDTH-1:0] wdata,
  input wire rclk,
  input wire ren,
  output reg [WIDTH-1:0] rdata,
  output reg empty,
  output reg full
);
localparam DEPTH_LOG2 = $clog2(DEPTH);
function [DEPTH_LOG2-1:0] bin2gray;
  input [DEPTH_LOG2-1:0] bin;
begin
  bin2gray = (bin >> 1) ^ bin;
end
endfunction
function [DEPTH_LOG2-1:0] gray2bin;
  input [DEPTH_LOG2-1:0] gray;
begin
  for (int i = 0; i < DEPTH_LOG2; i++)
    gray2bin[i] = ^(gray >> i);
end
endfunction
(* ram_style = "block" *) reg [WIDTH-1:0] mem [0:DEPTH-1];
initial begin
  for (int i = 0; i < DEPTH; i++)
    mem[i] = 0;
end
reg [DEPTH_LOG2-1:0] wptr;
always @(posedge wclk) begin
  if (wen) begin
    mem[wptr] <= wdata;
    wptr <= wptr + 1;
  end
end
reg [DEPTH_LOG2-1:0] rptr;
always @(posedge rclk) begin
  if (ren)
    rptr <= rptr + 1;
end
assign rdata = mem[rptr];
reg [DEPTH_LOG2-1:0] rptr_gray_meta;
reg [DEPTH_LOG2-1:0] rptr_gray_sync;
always @(posedge wclk) begin
  rptr_gray_meta <= bin2gray(rptr);
  rptr_gray_sync <= rptr_gray_meta;
end
wire [DEPTH_LOG2-1:0] rptr_sync = gray2bin(rptr_gray_sync);
reg [DEPTH_LOG2-1:0] wptr_gray_meta;
reg [DEPTH_LOG2-1:0] wptr_gray_sync;
always @(posedge rclk) begin
  wptr_gray_meta <= bin2gray(wptr);
  wptr_gray_sync <= wptr_gray_meta;
end
wire [DEPTH_LOG2-1:0] wptr_sync = gray2bin(wptr_gray_sync);
assign full = (wptr == rptr_sync);
assign empty = (rptr == wptr_sync);
endmodule
`default_nettype wire
==> design/flow/run.sh <==
#!/bin/bash
# OpenROAD 26Q1-2900-gdf79404cd8, Yosys 0.63+post, stock flow scripts
make -C /OpenROAD-flow-scripts/flow DESIGN_CONFIG=/design/flow/config.mk WORK_HOME=/design/flow/orfs finish
==> design/flow/config.mk <==
export PLATFORM = sky130hd
export DESIGN_NAME = async_fifo
export DESIGN_NICKNAME = async_fifo
export VERILOG_FILES = /design/flow/design.v
export SDC_FILE = /design/flow/constraint.sdc
export NUM_CORES = 4
export LEC_CHECK = 1
export CORE_UTILIZATION = 40
export SYNTH_MEMORY_MAX_BITS = 65536
==> design/flow/constraint.sdc <==
current_design async_fifo

set clk_period 997.6
set clk_io_pct 0.2

create_clock -name clk0 -period $clk_period [get_ports {rclk}]
create_clock -name clk1 -period $clk_period [get_ports {wclk}]

set non_clock_inputs [all_inputs -no_clocks]
set_input_delay [expr $clk_period * $clk_io_pct] -clock clk0 $non_clock_inputs
set_output_delay [expr $clk_period * $clk_io_pct] -clock clk0 [all_outputs]
==> results.yml <==
# physical design summary
detailed_routing:
  drtPass1Iterations: 5
  vias_per_cell: 5.84
  antenna_left: 0
  drc_errors: 0
  finalWirelength_um: 1020000
  drt_iter0_drc: 11933
  wl_per_cell_um: 35.5
  via_count: 168270
floorplan:
  die_w_um: 940
  die_y_um: 940
  io_pins: 78
  chip_area_sq_um: 884000
  core_area_sq_um: 878000
  rows: 344
  fp_util_pct: 40.1
grt:
  antenna_found_initial: 65
  grt_pass1_wl_um: 1430000
  overflow: 0
  grt_max_degree: 113
  grt_pass1_vias: 186472
  track_usage_pct: 25.6
logic_synthesis:
  async_flop_share_pct: 0
  synth.area.top_cells: "edfxtp_1 79%, mux4_2 15%, mux2i_1 1.1%, a22oi_1 0.95%, nand2_1 0.53%"
  ys_chip_area_sq_um: 352000
  synth_cell_types: 60
  yosys_warnings: 4
  top_cell: "edfxtp_1"
  synthCells: 15264
  ys_seq_share_pct: 78.9
  ff_type: "edfxtp_1"
  synth_area_sq_um: 352000
  syn_avg_cell_area_sq_um: 23.1
  yosysTopAreaCell: "edfxtp_1"
  top_cell_area_share_pct: 78.7
  top_cells_by_count: "9232 x edfxtp_1, 2282 x mux4_2, 494 x nand2_1, 444 x a22oi_1, 390 x mux2i_1"
  enable_flop_cells: 9232
  ys_ff: 9264
  yosysCellCount: 15264
status:
  outcome: "completed"
power:
  leakagePower_uw: 0.124
  ir_drop_mv: 0.00225
  total_power_uw: 822
  power_density_nw_per_um2: 2.05
worst_setup_path:
  startpoint_type: "flip-flop"
  crit_path_cell_trace: "buf_4, buf_4, buf_4, buf_4, buf_4, buf_4, buf_4, buf_4, buf_4, mux4_2, a22oi_1, nand3_1, buf_4, nand4_1, a21oi_1, buf_4, nor3b_1, buf_4, clkdlybuf4s50_1"
  critPathKind: "reg -> out"
  cpMostUsedCell: "buf_4"
  end_kind: "output pin"
  path_max_fanout: 31
  critPathRequiredTime_ns: 798.08
  cp_data_arrival_time_ns: 9.54
  slowest_delay_ns: 1.02
  critPathSlowestCell: "nor3b_1"
layout:
  area_growth_pct: 14.1
  drive_gt1_share_pct: 28.7
hold_path:
  hold_path.class: "reg -> reg"
sta:
  setup_viol_count_final: 0
  setup_tns_ns: 0
  slew_headroom_pct: 8.97
  finalHoldViolations: 0
  worstMarginPinSlew_ns: 1.36
  final_max_slew_viol_count: 0
  clock_skew_ns: 0.111
  grt_setup_unrepaired: "false"
placed_design:
  port_buffers: 76
  dp_hpwl_um: 606000
  gp_congestion: 0.881
job:
  openroad.warnings: 43
  cap_violations: 0
cts:
  cts.clk_slew.worst_paths_ns: 0.07
  ctsResizeCount: 0
  tritoncts: "done"
  post_cts_buffers: 0
  cts_sinks: 9264
per-stage QoR:
step,std cells,area [sq um],worst slack [ns],hold slack [ns],utilization [%]
6_report,28811,402000,788.54,0.316,45.8
3_3_place_gp,27028,373000,788.47,0.310,42.5
2_1_floorplan,15264,352000,795.15,0.310,-
4_1_cts,28676,401000,788.17,0.288,45.7
3_5_place_dp,27031,373000,788.47,0.312,42.5
5_1_grt,28790,402000,787.78,0.327,45.8
layer usage:
| layer | up-vias | global-route usage [%] | wire, um |
|---|---|---|---|
| li1 | 67726 | - | - |
| met1 | 85677 | 27.2 | 290000 |
| met2 | 12902 | 35.5 | 464000 |
| met3 | 1879 | 24.0 | 217000 |
| met4 | 86 | 9.64 | 49300 |
| met5 | - | 1.79 | 2110 |
report_power, final:
part	total (uW)	switching, uW	internal (uW)
combinational	64.1	42.9	21.2
clock	328	146	183
sequential	430	0.355	429
registers in the layout, summed over array words and instances (netlist names):
| signal | count |
|---|---|
| mem | 9216 |
| rptr | 8 |
| rptr_gray_meta | 8 |
| rptr_gray_sync | 8 |
| wptr | 8 |
| wptr_gray_meta | 8 |
| wptr_gray_sync | 8 |
logic make-up (layout without fill, tap and decap cells):
| group | count (synthesis) | count (layout) | share of synthesized area [%] |
|---|---|---|---|
| xor gates and xnor gates | 31 | 31 | 0.0771 |
| buffers and inverters | 892 | 2717 | 1.30 |
| other | 0 | 131 | 0 |
| adders and majority gates | 25 | 25 | 0.0888 |
| DFF | 9264 | 9264 | 78.9 |
| AOI/OAI and AO/OA | 1212 | 1212 | 2.41 |
| and+or+nand+nor | 1129 | 1129 | 1.40 |
| muxes | 2711 | 2711 | 15.8 |
cell usage in the layout, fill, tap and decap left out, types with 20 or more instances in the layout:
cell / count
a211oi_1: 53
a21oi_1: 195
a221oi_1: 74
a22o_1: 59
a22oi_1: 444
a311oi_1: 27
a31oi_1: 79
buf_4: 969
buf_8: 36
bufinv_16: 57
clkbuf_1: 216
clkbuf_16: 910
clkdlybuf4s50_1: 39
clkinv_1: 221
clkinv_16: 22
clkinv_2: 150
dfxtp_1: 32
diode_2: 131
edfxtp_1: 9232
ha_1: 25
mux2_2: 39
mux2i_1: 390
mux4_2: 2282
nand2_1: 474
nand3_1: 155
nand4_1: 39
nor2_1: 22
nor2_4: 246
nor3_1: 41
o211ai_1: 34
o21ai_0: 43
o21ai_1: 20
o22ai_1: 101
xnor2_1: 21
critical path, delay by kind of cell (launching register included):
kind | cells | cell delay [ns]
buffers and inverters | 13 | 6.25
multiplexers | 1 | 0.34
flip-flops | 1 | 0.42
AND/OR/NAND/NOR | 3 | 1.49
AND-OR/OR-AND | 2 | 0.47
area by class of cell:
| type | count | area [sq um] |
|---|---|---|
| Clock buffer | 1132 | 23700 |
| Fill cell | 70611 | 476000 |
| Inverter | 11 | 51.3 |
| Sequential cell | 9264 | 278000 |
| Timing Repair Buffer | 1066 | 8560 |
| Antenna cell | 131 | 328 |
| Multi-Input combinational cell | 5108 | 72100 |
| Tap cell | 11591 | 14500 |
| Clock inverter | 508 | 4660 |
final timing paths:
check | from | to | cells past startpoint | slack [ns]
setup / recovery | rptr[0]$_DFFE_PP_ | rdata[30] | 19 | 788.54
hold / removal | wptr_gray_meta[3]$_DFF_P_ | wptr_gray_sync[3]$_DFF_P_ | 0 | 0.32
setup reg to reg | wptr[0]$_DFFE_PP_ | mem[82][20]$_DFFE_PP_ | 6 | 993.31
hold reg to reg | wptr_gray_meta[3]$_DFF_P_ | wptr_gray_sync[3]$_DFF_P_ | 0 | 0.32
max in group clk1 | wen | mem[82][20]$_DFFE_PP_ | 7 | 795.65
min in group clk1 | rptr_gray_meta[2]$_DFF_P_ | rptr_gray_sync[2]$_DFF_P_ | 0 | 0.32
repair_timing:
| action | in CTS | in global routing |
|---|---|---|
| hold endpoints to repair | 5 | 0 |
| endpoints found under the setup margin | 0 | 0 |
| hold buffers | 5 | 0 |
Power is estimated from default activity; no workload was simulated.
