$ cat flow/config.mk
export PLATFORM = sky130hd
export DESIGN_NAME = synch_fifo_2deep
export DESIGN_NICKNAME = synch_fifo_2deep
export VERILOG_FILES = /design/flow/design.v
export SDC_FILE = /design/flow/constraint.sdc
export NUM_CORES = 4
export LEC_CHECK = 1
export CORE_UTILIZATION = 40
$ cat flow/constraint.sdc
current_design synch_fifo_2deep

set clk_period 5.1
set clk_io_pct 0.2

create_clock -name clk0 -period $clk_period [get_ports {clk}]

set non_clock_inputs [all_inputs -no_clocks]
set_input_delay [expr $clk_period * $clk_io_pct] -clock clk0 $non_clock_inputs
set_output_delay [expr $clk_period * $clk_io_pct] -clock clk0 [all_outputs]
$ cat flow/run.sh
#!/bin/bash
# OpenROAD 26Q1-2900-gdf79404cd8, Yosys 0.63+post, stock flow scripts
make -C /OpenROAD-flow-scripts/flow DESIGN_CONFIG=/design/flow/config.mk WORK_HOME=/design/flow/orfs finish
$ cat flow/design.v
`default_nettype none
module synch_fifo_2deep #(
  parameter WIDTH = 32
) (
  input wire clk,
  input wire [WIDTH-1:0] wdata,
  input wire wen,
  output wire wrdy,
  output reg [WIDTH-1:0] rdata,
  input wire ren,
  output wire rrdy
);
reg [WIDTH-1:0] buffer [0:1];
reg [1:0] wptr = 0;
reg [1:0] rptr = 0;
wire full = (wptr[1] != rptr[1]) && (wptr[0] == rptr[0]);
wire empty = (wptr == rptr);
assign wrdy = !full;
assign rrdy = !empty;
always @(posedge clk) begin
  if (wrdy && wen) begin
    buffer[wptr[0]] <= wdata;
    wptr <= wptr + 1;
  end
end
wire [1:0] rptr_next = (rrdy && ren) ? rptr + 1 : rptr;
always @(posedge clk) begin
  rptr <= rptr_next;
end
assign rdata = buffer[rptr[0]];
endmodule
`default_nettype wire
==> summary.txt <==
DR vias/cell -> 4.68
Initial antenna violation count -> 0
Clk latency late pin -> 320 ps
Slew Limit Fails -> 0
Min-Delay Path Class -> flop to flop
Ys cells -> 118
CP Class -> flop to output port
Area leader, netlist -> edfxtp_1
GRT Util Overall -> 0.123
CP required -> 4080 ps
Measured slew at the worst slew-check pin -> 626 ps
# resized after CTS -> 0
Skew final -> 5.35 ps
CTS buffer count -> 9
# diodes -> 0
Post-CTS Hold Buffers -> 0
Synthesized area -> 2670 sq um
Clock-pin slew on the worst setup and hold paths -> 60 ps
# rows -> 29
Syn avg cell area -> 22.6 sq um
Initial DRC count -> 55
Slew margin rel. -> 0.582
Clock tree sinks -> 68
RSZ-0062 raised after global routing -> no
Dpl hpwl -> 2570 um
Setup Fix Bufs, Post-CTS -> 0
Clock period minus worst slack -> 3030 ps
Gate Count Post-Synth -> 118
IO Count -> 69
Cycle use final -> 0.594
YS chip area -> 2670 sq um
CTS tree -> built
Fp util -> 0.418
WL per Instance -> 14.1 um
# port buffers -> 68
Log Warnings -> 25
Logic area -> 562 sq um
Vias in the first global route -> 1321
Cell Count, Final, Fillers Out -> 277
CORE AREA -> 6390 sq um
Top cell area share -> 0.766
First-pass GRT wire length -> 6210 um
Placed cells -> 262
Die ar. -> 7000 sq um
Fin. Hold Viols -> 0
Max IR drop VDD -> 0.213 mV
GP Congestion -> 0.709
Die Y -> 83.6 um
P_leak -> 1.29 nW
Maximum root-to-sink buffer count -> 2
Slowest cell delay on critical path -> 520 ps
Die X-Extent -> 83.6 um
Power per cell area -> 486 nW/um^2
Top cells excl fill/tap -> edfxtp_1, clkdlybuf4s50_1, mux2_4, clkbuf_8, mux2_2
H-tree depth -> 3
Register area -> 2040 sq um
FILL cells -> 496
Hold Slack -> 665 ps
CP Capture Type -> output port
Post-route DRC -> 0
Final WL -> 3890 um
Synth Seq Share -> 0.766
Vias -> 1295
CTS root buf -> clkbuf_8
Grt total ovfl -> 0
CP Data Arrival Time -> 2010 ps
Distinct lib cells -> 14
Cell Chain, Critical Path -> buf_4, mux2_2, clkdlybuf4s50_1
Synth flops -> 68
Fraction of layout cells with a size suffix above 1 -> 0.240
DR pass1 iterations -> 4
Worst-path maximum fanout -> 37
DRT antenna net count -> 0
Final setup vio count -> 0
Outcome -> completed
Maxcap violations -> 0
Fmax -> 330 MHz
Total power -> 0.00173 W
Slowest CP cell -> buf_4
Synth-to-Final Area Change -> 33.5%
Startpoint types -> flop
TNS Setup -> 0 ps
Cell area leaders -> edfxtp_1, mux2_4, mux2_2
Synth warn -> 2
Largest net degree at the start of global routing -> 38
[per-layer routing]
layer	vias to the layer above	share of wire	global-route usage
li1	615	-	-
met1	613	0.40	0.176
met2	59	0.49	0.192
met3	8	0.093	0.0542
met4	0	0.017	0.0247
met5	-	0	0
[registers in the layout, summed over array words and instances (netlist names)]
signal / flops
buffer: 64
rptr: 2
wptr: 2
[cells in the mapped netlist]
| cell | instances |
|---|---|
| o211a_1 | 1 |
| buf_12 | 2 |
| xnor2_1 | 1 |
| buf_8 | 1 |
| mux2_4 | 26 |
| inv_1 | 2 |
| a21boi_0 | 2 |
| edfxtp_1 | 68 |
| nand2_1 | 3 |
| xor2_1 | 3 |
| mux2_2 | 6 |
| buf_6 | 1 |
| a21oi_1 | 1 |
| xnor2_2 | 1 |
[through the flow]
step | util | instance area, sq um | setup slack, ps
final | 0.557 | 3560 | 2070
after global routing | 0.557 | 3560 | 1970
after CTS | 0.557 | 3560 | 2010
after detailed placement | 0.534 | 3410 | 2380
after global placement | 0.534 | 3410 | 2440
after floorplan | - | 2670 | 2010
[final timing paths]
check	start	endpoint	slack, ps	depth (start not counted)
hold / removal	rptr[1]	rptr[1]	670	1
setup / recovery	rptr[0]	rdata[18]	2070	3
hold reg to reg	rptr[1]	rptr[1]	670	1
setup reg to reg	rptr[0]	buffer[0][0]	3250	3
[kinds of logic after synthesis]
logic type | count (synthesis) | synth area share
DFF | 68 | 0.766
muxes | 32 | 0.172
buffers and inverters | 6 | 0.0277
xor gates and xnor gates | 5 | 0.0192
AOI/OAI and AO/OA | 4 | 0.0113
and+or+nand+nor | 3 | 0.00422
[worst max-delay path: cells and delay by family (launching register included)]
kind	cells	cell delay, ps
flops	1	330
buf+inv	2	950
mux	1	410
[power by group]
group | total, W | internal, W | leakage (nW) | switching [W]
Clock | 0.000336 | 0.000169 | 0.0780 | 0.000167
Combinational | 0.000579 | 0.000374 | 0.577 | 0.000205
Sequential | 0.000817 | 0.000777 | 0.633 | 0.0000397
Total | 0.00173 | 0.00132 | 1.29 | 0.000412
[area by class of cell]
type,instances,share of cell area
timing repair buffer,71,0.198
multi-input combinational,44,0.158
clock buffer,11,0.0369
inverter,2,0.00211
sequential,68,0.574
clock inverter,4,0.00492
tap,77,0.0271
Power is estimated from default activity; no workload was simulated.
